$ cat run.sh
#!/bin/bash
# OpenROAD 26Q1-2900-gdf79404cd8, Yosys 0.63+post, stock flow scripts
make -C /OpenROAD-flow-scripts/flow DESIGN_CONFIG=/design/flow/config.mk WORK_HOME=/design/flow/orfs finish
$ cat config.mk
export PLATFORM = sky130hd
export DESIGN_NAME = top
export DESIGN_NICKNAME = top
export VERILOG_FILES = /design/flow/design.v
export SDC_FILE = /design/flow/constraint.sdc
export NUM_CORES = 4
export LEC_CHECK = 1
export CORE_AREA = 10 10 71 71
export DIE_AREA = 0 0 81 81
$ cat constraint.sdc
current_design top

set clk_period 1.3
set clk_io_pct 0.2

create_clock -name clk0 -period $clk_period

set non_clock_inputs [all_inputs -no_clocks]
set_input_delay [expr $clk_period * $clk_io_pct] -clock clk0 $non_clock_inputs
set_output_delay [expr $clk_period * $clk_io_pct] -clock clk0 [all_outputs]
$ cat design.v
module hexdriver (input [3:0] val, output logic [6:0] HEX);
	always_comb begin
		case (val)
			4'd0: HEX = 7'b100_0000;   
			4'd1: HEX = 7'b111_1001;   
			4'd2: HEX = 7'b010_0100;   
			4'd3: HEX = 7'b011_0000;   
			4'd4: HEX = 7'b001_1001;   
			4'd5: HEX = 7'b001_0010;   
			4'd6: HEX = 7'b000_0010;   
			4'd7: HEX = 7'b111_1000;   
			4'd8: HEX = 7'b000_0000;   
			4'd9: HEX = 7'b001_1000;   
			4'd10: HEX = 7'b000_1000;   
			4'd11: HEX = 7'b000_0011;   
			4'd12: HEX = 7'b100_0110;   
			4'd13: HEX = 7'b010_0001;   
			4'd14: HEX = 7'b000_0110;   
			4'd15: HEX = 7'b000_1110;   
			default: HEX = 7'b000_0000;   
		endcase
	end
endmodule
module top (
	input 		          		CLOCK_50,
	input 		          		CLOCK2_50,
	input 		          		CLOCK3_50,
	output		     [8:0]		LEDG,
	output		    [17:0]		LEDR,
	input 		     [3:0]		KEY,
	input 		    [17:0]		SW,
	output		     [6:0]		HEX0,
	output		     [6:0]		HEX1,
	output		     [6:0]		HEX2,
	output		     [6:0]		HEX3,
	output		     [6:0]		HEX4,
	output		     [6:0]		HEX5,
	output		     [6:0]		HEX6,
	output		     [6:0]		HEX7
);
	logic [23:0] clkdiv;
	logic ledclk;
	assign ledclk = clkdiv[23];
	assign LEDR = SW;
	assign LEDG = 8'b0000_0000;
	logic ledstate;
	logic [3:0] seg_0;
	logic [3:0] seg_1;
	logic [3:0] seg_2;
	logic [3:0] seg_3;
	logic [3:0] seg_4;
	assign seg_0 = SW[3:0];
	assign seg_1 = SW[7:4];
	assign seg_2 = SW[11:8];
	assign seg_3 = SW[15:12];
	assign seg_4[1:0] = SW[17:16];
	initial begin
		clkdiv = 26'h0;
		ledstate = 1'b0;
		seg_4[3:2] = 2'b00;
	end
	hexdriver hex_0(.val(seg_0), .HEX(HEX0));
	hexdriver hex_1(.val(seg_1), .HEX(HEX1));
	hexdriver hex_2(.val(seg_2), .HEX(HEX2));
	hexdriver hex_3(.val(seg_3), .HEX(HEX3));
	hexdriver hex_4(.val(seg_4), .HEX(HEX4));
	hexdriver hex_5(.val(4'b0000), .HEX(HEX5));
	hexdriver hex_6(.val(4'b0000), .HEX(HEX6));
	hexdriver hex_7(.val(4'b0000), .HEX(HEX7));
	always @(posedge CLOCK_50) begin
		clkdiv <= clkdiv + 1;
	end
endmodule
==> job_summary.md <==
## Synthesis and layout report

| Metric | Value |
|---|---|
| Yosys Chip Area | roughly 1400 sq um |
| Period Utilization, post-route | 116.6% |
| Unique masters post-synth | 33 |
| Unrepaired setup endpoints after global routing | true |
| Ant diodes | 0 |
| Vias in the first global route | approximately 1,700 |
| CP Class | in2out |
| Min-delay worst type | in2out |
| Period minus WS final | 1516 ps |
| Cell Chain, Critical Path | buf_8 -> buf_6 -> ha_4 -> buf_6 -> mux2_4 -> nand2_2 -> o31ai_1 -> buf_2 |
| Slew Viols, Final | 0 |
| Worst setup margin | -216.4 ps |
| Arrival time at the worst endpoint | between 1000 and 1500 ps |
| Int Pwr | 0.5526 mW |
| Grt total ovfl | 0 |
| WL final | a little under 6 mm |
| Dpl cell area | 2187 sq um |
| Hold_buf cts | 0 |
| Outcome | finished with violations |
| First drt pass iteration count | 4 |
| Synth mux share | approximately a tenth |
| Adder Share, Synth | 20.98% |
| Clock share of power | 0% |
| First-pass GRT wire length | around 8.4 mm |
| Flop area | 0 sq um |
| Comb pwr share | 100.0% |
| Ao+oa area frac | between 10% and 20% |
| Failing checks | negative setup slack |
| Wire per inst | 16.04 um |
| Top cells by area | buf_4 27%, ha_1 21%, mux2_2 5.5% |
| Share of layout cells above drive strength 1 | 63.14% |
| Die H | around 81 um |
| Yosys Instances | about 200 |
| DIE WIDTH | roughly 81 um |
| IO Pins | around 110 |
| # rows | 22 |
| DRC | 0 |
| Fin area | around 3000 sq um |
| Clock Buffer Count | 0 |
| Area grow syn2layout | 107.9% |
| DR iter-0 viols | ~60 |
| Switching Fraction | between 40% and 50% |
| Initial Utilization | between 30% and 40% |
| Sequential fraction of the synthesis area | 0% |
| Fin. Hold Viols | 0 |
| Fill cells | ~200 |
| Max-cap viol count | 0 |
| Avg Cell Area, Syn | ~7.3 sq um |
| Cell type with the largest total area | buf_4 |
| Post-Syn Area | about 1400 sq um |
| Total GRT Usage | about 15% |
| Most used cell, CP | buf_6 |
| Critical path fanouts, max | 3 |
| Simple-Gate Area Share | around 17% |
| Core Box Area | 3633 sq um |
| Syn Inst Count | 196 |
| Final Setup Violations | 28 |
| Largest stage delay on the critical path | about 260 ps |
| YS warnings | 2 |
| I/O Buffers | ~70 |
| Sum Neg Setup Slack | -2573 ps |
| Share of the synthesized area in the top cell type | 27.27% |
| Worst VDD drop | roughly 0.21 mV |
| Sequential power share | 0% |
| Post-DP HPWL | ~3.3 mm |
| XOR/XNOR Fraction of Synth Area | 0% |
| Vias/cell | roughly 4.7 |
| Largest net degree at the start of global routing | 9 |
| Top comb family, area | buffers and inverters |
| Routed Antenna Nets | 0 |
| Lkg Pwr | between 1 and 1.5 nW |
| Vias after detailed routing | approximately 1,700 |
| Psw | 0.3745 mW |
| Setup crit end kind | output pin |
| Pwr per Cell Area | 311.6 nW/um^2 |
| Critical-path top delay cell | mux2_4 |
| Total die size | approximately 6600 sq um |
| Crit path required time | ~1000 ps |
| CP Launch Type | input pin |
| Max Clk Rate | around 660 MHz |
| Log Warnings | between 60 and 70 |
| Global placement routability congestion | ~0.8 |
| Antenna violations before repair | 0 |
| Seq Cell Count | 0 |
## worst paths after layout
| kind | slack, ps | cells past startpoint | from | endpoint |
|---|---|---|---|---|
| setup / recovery | -220 | 8 | SW[8] | HEX2[5] |
| hold / removal | 870 | 3 | SW[10] | HEX2[5] |
## synthesized netlist by cell type, types with 2 or more instances
library cell / count
nand2_1: 8
buf_2: 2
nor2_1: 15
o21ai_0: 13
or3b_1: 3
buf_6: 2
clkbuf_1: 3
a32o_1: 3
and2_1: 2
o31ai_1: 5
o22ai_1: 2
ha_1: 24
nor2b_1: 5
o21ai_1: 2
a21oi_1: 4
nand2b_1: 5
inv_1: 12
or2_2: 2
mux2i_1: 6
nand3_1: 2
conb_1: 2
mux2_2: 7
a22o_1: 6
buf_4: 52
## metrics by stage
step	hold WS [ps]	total power, mW	instances	util [%]	setup slack [ps]
2_1_floorplan	533.5	0.3269	225	-	-4.627
3_3_place_gp	1409	0.6711	325	60.19	-1025
3_5_place_dp	1402	0.6674	325	60.19	-1052
4_1_cts	883.2	0.8540	357	78.99	-200.5
5_1_grt	900.4	1.007	360	81.89	-249.4
6_report	865.3	0.9270	360	81.89	-216.4
## worst max-delay path, delay by kind of cell
kind | cells | cell delay, ps
fa+ha+maj | 1 | 160
simple gates | 1 | 70
compound gates | 1 | 60
mux | 1 | 260
buf+inv | 4 | 440
## per-layer routing
metal  GRT usage (%)  wire (um)
met1           20.47       2573
met2           25.56       2729
met3           3.229        472
met4               0          0
met5               0          0
## cell usage in the layout (no fill, tap or decap), types with 3 or more instances in the layout
cell / Yosys / final
nor2_1: 15 / 10
dlygate4sd2_1: 0 / 3
inv_8: 0 / 3
o31ai_1: 5 / 3
buf_8: 0 / 4
o21ai_1: 2 / 7
buf_4: 52 / 44
o21ai_2: 0 / 6
dlymetal6s2s_1: 0 / 3
buf_12: 0 / 4
or3b_1: 3 / 3
clkinv_8: 0 / 3
clkdlybuf4s50_1: 0 / 18
inv_4: 0 / 3
nand2_1: 8 / 6
buf_6: 2 / 35
nand2b_4: 0 / 3
buf_2: 2 / 31
mux2i_1: 6 / 5
nor2_2: 1 / 6
ha_4: 0 / 23
mux2_4: 0 / 6
a22o_1: 6 / 6
nor2b_4: 0 / 3
conb_1: 2 / 31
## repair_timing
action / 4_1_cts / 5_1_grt
endpoints found under the hold margin: 0 / 0
gates resized: 325 / 33
pin swaps: 47 / 24
setup endpoints to repair: 52 / 36
setup buffers: 33 / 4
gates cloned: 1 / 0
## layout make-up
cell class         count  area (sq um)  area share [%]
multi-input cells    154          1510           50.76
well taps             48         60.06           2.019
repair buffers       146          1292           43.44
inverters             12         112.6           3.785
## logic make-up (layout without fill, tap and decap cells)
| group | count (synthesis) | in the layout |
|---|---|---|
| AND-OR/OR-AND | 40 | 40 |
| adder cells (fa/ha/maj) | 24 | 24 |
| buffers and inverters | 71 | 158 |
| multiplexers | 13 | 13 |
| other | 2 | 31 |
| AND/OR/NAND/NOR | 46 | 46 |
## power by group through the flow
stage	clock network [mW]	registers [mW]	logic (mW)
after CTS	0	0	0.854
after global routing	0	0	1.01
final	0	0	0.927
Power and IR drop assume default switching activity.
