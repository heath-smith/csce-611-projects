## ./design.v

```verilog
module mux4(
    input logic [31:0] a, b, c, d,
    input logic [1:0] s,
    output logic [31:0] out
);
    always_comb begin
         out = s[1] ? (s[0] ? d : c) : (s[0] ? b : a);
    end
endmodule
```

## ./constraint.sdc

```tcl
current_design mux4

set clk_period 1.0
set clk_io_pct 0.2

create_clock -name clk0 -period $clk_period

set non_clock_inputs [all_inputs -no_clocks]
set_input_delay [expr $clk_period * $clk_io_pct] -clock clk0 $non_clock_inputs
set_output_delay [expr $clk_period * $clk_io_pct] -clock clk0 [all_outputs]
```

## ./config.mk

```make
export PLATFORM = sky130hd
export DESIGN_NAME = mux4
export DESIGN_NICKNAME = mux4
export VERILOG_FILES = /design/flow/design.v
export SDC_FILE = /design/flow/constraint.sdc
export NUM_CORES = 4
export LEC_CHECK = 1
export CORE_AREA = 10 10 84 84
export DIE_AREA = 0 0 94 94
```

## ./run.sh

```bash
#!/bin/bash
# OpenROAD 26Q1-2900-gdf79404cd8, Yosys 0.63+post, stock flow scripts
make -C /OpenROAD-flow-scripts/flow DESIGN_CONFIG=/design/flow/config.mk WORK_HOME=/design/flow/orfs finish
```

==> results.cfg <==
; generated from flow reports
[final_layout]
final.clkbuf_count = 0
drive_above_1_share_pct = 37.3
nFlopsAndLatches = 0
stdcell_area_um2 = 2380
regArea_um2 = 0
logic_area_um2 = 721
final_util_pct = 45.8
syn2layout_area_growth_pct = 193
fillers = 523

[global_routing]
grt_pass1_vias = 1473
groute.usage.overall_pct = 14.3
globalRoute.totalOverflow = 0
grt_antenna_before_repair = 2
grt_pass1_wl_um = 9280
grt_max_degree = 17

[min_path]
hold_class = input pin to output port
hold_path_end = out[31]
min_from = d[31]
hold_path_depth = 3

[logic_synthesis]
ys_sh_aoi_pct = 0
synth_area_um2 = 815
ys_chip_area_um2 = 815
yosys.area_share.adder_pct = 0
postSynthSeqShare_pct = 0
top_logic_kind = multiplexers
netlist_top_cells_count = mux4_2, buf_12, buf_2, mux4_1, buf_6
synthCells = 39
simple_gate_area_share_pct = 0
synthMuxAreaShare_pct = 89.4
synth.avg_cell_area_um2 = 20.9
yosys_warnings = 1
top_cell = mux4_2
yosysTopAreaCell = mux4_2
synth_cell_type_count = 5
synthXorXnorAreaFrac_pct = 0
yosysCellCount = 39
yosysTopAreaCellShare_pct = 82.9
synthTopCellsByArea = mux4_2, buf_12, mux4_1

[power]
p_per_area_nw_per_um2 = 369
total_power_uw = 880
cellLeakagePower_nw = 1.13
vdd_ir_drop_max_uv = 196

[flow_run]
log.warning_count = 35
maxCapViolCount = 0

[critical_path]
crit_required_ps = 800
critPathMaxFanout = 8
start_kind = input pin
path_class = input pin to output port
cp-end-kind = output port
cp.arrival_ps = 1120

[floorplanning]
chipArea_um2 = 8840
dieWidth_um = 94
core_um2 = 5200
num_rows = 26
die_h_um = 94
fp_util_pct = 15.6
ios = 162

[detailed_routing]
vias = 1202
drc = 0
avgRoutedWirePerCell_um = 23.8
via_per_inst = 4.36
first_iter_violations = 25
drt_wl_total_um = 6580
detail-route-antenna-nets = 0
firstDrtPassIters = 3

[status]
outcome = finished with violations
violations = setup timing

[final_timing]
setup_slack_ps = -317
maxSlewHeadroom_pct = 92.2
maxSlewViolCount = 0
worst_pin_slew_ps = 118
finalHoldViolCount = 0
finalCritPeriodShare_pct = 132
fmax_ghz = 0.760
layout_min_cycle_time_ps = 1320
rsz0062_at_grt = true
final-setup-viol-count = 32

[placement]
portBuffers = 162
placed_area_um2 = 2480
dp_hpwl_um = 5700
place.gp.congestion = 0.812

[clock_tree]
ctsHoldBuffers = 0
[what timing repair did]
action                                  CTS  global route
gates resized                           265             0
cloned                                    6             0
pin swaps                                 0             0
endpoints found under the setup margin   32            32
buffers inserted                          0             1
[critical path, cell delays in order]
cell and delay, ps:
buf_16 140, buf_12 140, mux4_2 490, buf_2 140
[power breakdown]
group	switching (mW)	internal (mW)	leakage, nW	total (mW)
Clock	0	0.000000267	0.0000127	0.000000267
Combinational	0.229	0.652	1.13	0.880
Sequential	0	0	0	0
[logic make-up (layout without fill, tap and decap cells)]
group,after synthesis,in the layout
mux,32,32
other cells,0,2
buf+inv,7,172
[cells in the final DEF, fill, tap and decap left out]
cell             instances
buf_12                   3
buf_6                    1
dlygate4sd2_1          120
buf_2                   31
clkdlybuf4s15_1          8
buf_16                   6
diode_2                  2
mux4_2                  32
bufbuf_16                1
buf_4                    2
[per-stage QoR]
step	setup TNS (ps)	setup WS [ps]	cells	hold slack, ps
CTS	-9610	-330	273	881
global route	-10290	-343	275	897
floorplan	-2750	-91.6	39	486
detailed placement	-28650	-922	267	1280
global placement	-28740	-913	267	1280
finish	-9330	-317	276	873
[metal layers]
| layer | track usage, % | share of wire [%] | vias to the layer above |
|---|---|---|---|
| met1 | 14.8 | 32 | 573 |
| met3 | 6.14 | 11 | 2 |
| met5 | 0 | 0 | - |
| li1 | - | - | 547 |
| met2 | 27.3 | 57 | 80 |
| met4 | 0.506 | 0.41 | 0 |
[area by class of cell]
type | count | share of cell area [%]
well taps | 70 | 3.67
diodes | 2 | 0.210
multi-input cells | 32 | 30.2
repair buffers | 172 | 65.9
[how the worst max path moves through the flow]
stage	startpoint	endpoint
4_1_cts	s[0]	out[6]
5_1_grt	s[0]	out[29]
6_report	s[0]	out[6]
Power figures rest on the tool's default switching activity, not on a simulated workload.
